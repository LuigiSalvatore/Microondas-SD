--- flow/design.v ---
module dspl_drv_NexysA7 
#(parameter HALF_MS_COUNT = 50000)
(
  input clock, reset,
  input [5:0] d1, d2, d3, d4, d5, d6, d7, d8,
  output reg [7:0] an, dec_cat
);
  reg ck_1KHz;
  reg [2:0] dig_selection;
  reg [4:0] selected_dig;
  reg [31:0] count_50K;
  always @(posedge clock or posedge reset)
  begin
    if (reset == 1'b1) begin
      ck_1KHz   <= 1'b0;
      count_50K <= 32'd0;
    end
    else begin
      if (count_50K == HALF_MS_COUNT-1) begin
        ck_1KHz   <= ~ck_1KHz;
        count_50K <= 32'd0;
      end
      else begin
        count_50K <= count_50K + 1;
      end
    end
  end
  always @(posedge ck_1KHz or posedge reset)
  begin
    if (reset == 1'b1) begin
      dig_selection <= 3'd0;
      selected_dig  <= 5'd0;
      an            <= 8'b11111111;  
    end
    else begin
      if (dig_selection == 3'b111) begin
        dig_selection <= 3'd0;
      end
      else begin
        dig_selection <= dig_selection + 1;
      end
      case (dig_selection)
        3'd0 : begin
          selected_dig <= d1[4:0];
          an <= {7'b1111111, ~d1[5]};
        end
        3'd1 : begin
          selected_dig <= d2[4:0];
          an <= {6'b111111, ~d2[5], 1'b1};
        end
        3'd2 : begin
          selected_dig <= d3[4:0];
          an <= {5'b11111, ~d3[5], 2'b11};
        end
        3'd3 : begin
          selected_dig <= d4[4:0];
          an <= {4'b1111, ~d4[5], 3'b111};
        end
        3'd4 : begin
          selected_dig <= d5[4:0];
          an <= {3'b111, ~d5[5], 4'b1111};
        end
        3'd5 : begin
          selected_dig <= d6[4:0];
          an <= {2'b11, ~d6[5], 5'b11111};
        end
        3'd6 : begin
          selected_dig <= d7[4:0];
          an <= {1'b1, ~d7[5], 6'b111111};
        end
        default : begin
          selected_dig <= d8[4:0];
          an <= {~d8[5], 7'b1111111};
        end
      endcase
    end
  end
  always @*
  begin
    case (selected_dig[4:1])
      4'h0 : dec_cat[7:1] = 7'b0000001;
      4'h1 : dec_cat[7:1] = 7'b1001111;
      4'h2 : dec_cat[7:1] = 7'b0010010;
      4'h3 : dec_cat[7:1] = 7'b0000110;
      4'h4 : dec_cat[7:1] = 7'b1001100;
      4'h5 : dec_cat[7:1] = 7'b0100100;
      4'h6 : dec_cat[7:1] = 7'b0100000;
      4'h7 : dec_cat[7:1] = 7'b0001111;
      4'h8 : dec_cat[7:1] = 7'b0000000;
      4'h9 : dec_cat[7:1] = 7'b0000100;
      4'hA : dec_cat[7:1] = 7'b0001000;
      4'hB : dec_cat[7:1] = 7'b1100000;
      4'hC : dec_cat[7:1] = 7'b0110001;
      4'hD : dec_cat[7:1] = 7'b1000010;
      4'hE : dec_cat[7:1] = 7'b0110000;
      default : dec_cat[7:1] = 7'b0111000;
    endcase
    dec_cat[0] = ~selected_dig[0];
  end
endmodule
module edge_detector
(
  input clock, reset, din,
  output reg rising
);
  reg [16:0] contador;
  reg [1:0] EA;
  always @(posedge clock or posedge reset)
  begin
    if (reset == 1'b1) begin
	  EA <= 2'd0;
      rising <= 1'b0;
	  contador <= 17'd0;
    end
    else begin
      case (EA)
        2'd0 : begin
          if (din == 1'b1) begin
            contador <= 17'd0;
			EA <= 2'd1;
			rising <= 1'b1;
          end
        end
        2'd1 : begin
	      EA <= 2'd2;
	      rising <= 1'b0;
        end	
        default : begin
          if (din == 1'b0 && contador > 130000) begin  
            EA <= 2'd0;
		  end
		  else begin
		    contador <= contador + 1;
          end
        end
      endcase
    end
  end
endmodule
module edge_detector_no_count
(
  input clock, reset, din,
  output rising
);
  reg din_reg;
  assign rising = (din_reg == 1'b0 && din == 1'b1) ? 1'b1 : 1'b0;
  always @(posedge clock or posedge reset)
  begin
    if (reset == 1'b1) begin
      din_reg <= 1'b0;
    end
    else begin
      din_reg <= din;
    end
  end
endmodule
module timer
(
    input start, stop, pause, clock, reset,
    input [6:0] min, sec,
    output done,
    output [7:0] an, dec_cat
);
    parameter HALF_MS_COUNT = 50_000_000;
    parameter LIMITESEC = 7'd60;
    parameter LIMITEMIN = 7'd100;
    reg [1:0] EA, PE;
    wire [3:0] sec_u, sec_d, min_u, min_d;
    reg [6:0] count_sec;
    reg [6:0] count_min;
    reg [26:0] clock_count;
    reg ck1seg, done_int;
    wire  stop_int, pause_int, start_int;
    edge_detector stop_left     (.clock(clock), .reset(reset), .din(stop), .rising(stop_int));
    edge_detector pause_center  (.clock(clock), .reset(reset), .din(pause), .rising(pause_int));
    edge_detector start_right   (.clock(clock), .reset(reset), .din(start), .rising(start_int));                        
    always @(posedge clock or posedge reset)
    begin
        if(reset) begin
            ck1seg <= 0;
            clock_count <= 0;
        end
        else begin
            if (clock_count == HALF_MS_COUNT) begin
                clock_count <= 'd0;
                ck1seg <= ~ck1seg;
            end else begin
                clock_count <= clock_count + 'd1;
            end
        end
    end
    always @(posedge clock or posedge reset)
    begin
        if(reset) begin
            EA <= 'd0;
            done_int<= 'd0;
        end else begin
            case (EA)
                'd0: begin  
                    if(start_int == 'b1) begin
                        EA <= 'd1;
                    end
                end
                'd1: begin  
                    done_int <= 'd0;
                    if(pause_int == 'b1) begin
                        EA <= 'd2;
                    end
                    else if(stop_int == 'b1 || (count_sec == 'd0 && count_min == 'd0)) begin
                        EA <= 'd0;
                        done_int<= 'd1;
                    end 
                end
                'd2: begin  
                    if(pause_int == 'b1 || start_int == 'b1) begin
                        EA <= 'd1;
                    end
                    else if (stop_int == 'b1) begin
                        EA <= 'd0;
                        done_int<= 'd1;
                    end
                end
            endcase
        end
    end
    always @(posedge ck1seg or posedge reset)
    begin
        if(reset) begin
            count_sec <= 'd0;
            count_min <= 'd0;    
        end else begin
            if(EA == 'd0) begin
                count_sec <= sec;
                count_min <= min;
                if(min >= LIMITEMIN) begin
                    count_min <= 'd99;
                end else begin
                    count_min <= min;
                end
                if(sec >= LIMITESEC) begin
                    count_sec <= 'd59;
                end 
            end
            if (EA == 'd1) begin
                if(count_sec == 'd0 && count_min >= 'd1) begin
                    count_sec <= 'd59;
                    count_min <= count_min - 'd1;
                end else  begin
                    count_sec <= count_sec - 'd1;
                end
            end
        end
    end
    assign  done = done_int;
    dspl_drv_NexysA7 display(.clock(clock), .reset(reset), .an(an), .dec_cat(dec_cat),  
                             .d1({1'b1, sec_u[3:0], 1'b0}), 
                             .d2({1'b1, sec_d[3:0], 1'b0}), 
                             .d3({1'b1, min_u[3:0], 1'b0}), 
                             .d4({1'b1, min_d[3:0], 1'b0}), 
                             .d5(6'b0), 
                             .d6(6'b0), 
                             .d7(6'b0), 
                             .d8(6'b0));
    assign sec_u = count_sec % 10;
    assign sec_d = count_sec / 10;
    assign min_u = count_min % 10;
    assign min_d = count_min / 10;
endmodule
module ctrl_microondas
( 
  input clock, reset,
  input start, stop, pause, porta, mais, menos, potencia, sec_mod,
  input [1:0] min_mod,
  input [2:0] presets,
  output [2:0] potencia_rgb,
  output[7:0] an, dec_cat
);
  reg [1:0] EA, potencia_int;
  reg [6:0] min_int, sec_int;
  reg [2:0] potencia_rgb_int;
  integer incremento_sec, incremento_min;
  wire start_int, stop_int, pause_int, mais_int, menos_int, done_int, done_timer, pause_timer;
  assign done = done_int;
  assign potencia_rgb = potencia_rgb_int;
  assign pause_timer = pause_int || (porta == 'd1 && EA  == 'd1);
  always@(posedge clock or posedge reset) begin 
    if(reset)begin 
        potencia_rgb_int<= 'b000;
    end else begin
        if(potencia_int == 'd1 && EA == 'd1)begin 
          potencia_rgb_int <= 'b001;
        end
        if(potencia_int == 'd2 && EA == 'd1)begin 
          potencia_rgb_int <= 'b010;
        end
        if(potencia_int == 'd3 && EA == 'd1)begin 
          potencia_rgb_int <= 'b100;
        end
        if(EA == 'd0 || EA == 'd2)begin 
          potencia_rgb_int <= 'b000;
        end
    end
  end
  edge_detector stop_left     (.clock(clock), .reset(reset), .din(stop),  .rising(stop_int));
  edge_detector pause_center  (.clock(clock), .reset(reset), .din(pause), .rising(pause_int));
  edge_detector start_right   (.clock(clock), .reset(reset), .din(start), .rising(start_int));                        
  edge_detector mais_up       (.clock(clock), .reset(reset), .din(mais),  .rising(mais_int));                        
  edge_detector menos_down    (.clock(clock), .reset(reset), .din(menos), .rising(menos_int));
  edge_detector_no_count timer_done    (.clock(clock), .reset(reset), .din(done_timer), .rising(done_int));
  timer timer_int (.clock(clock), .reset(reset), .start(start_int), .stop(stop_int), .pause(pause_timer),
                   .min(min_int), .sec(sec_int), .done(done_timer), .an(an), .dec_cat(dec_cat));
  always@(posedge clock or posedge reset) begin
      if(reset) begin
          EA <= 'd0;
      end else begin
          case(EA)
            'd0: begin   
                if(start_int == 'd1 && porta == 'd0) begin
                  EA <= 'd1;
                end
            end
            'd1: begin   
                if(pause_int == 'd1 || porta== 'd1) begin
                  EA <= 'd2;
                end
                if(stop_int ==  'd1) begin
                  EA <= 'd0;
                end
                if(done_int == 'd1) begin 
                  EA <= 'd0;
                end
            end
            'd2: begin   
                if((pause_int == 'd1 || start_int == 'd1) && porta == 'd0) begin
                  EA <= 'd1;
                end
            end
          endcase
      end
  end
    always@(posedge clock or posedge reset) begin
      if(reset)begin
          incremento_sec <= 'd0;
          incremento_min <= 'd0;
      end
      else begin
        case (min_mod) 
        'd0: begin
          incremento_min <= 'd0;
          if(sec_mod == 0 )
          incremento_sec <= 'd1;
          else
          incremento_sec <= 'd10;
        end
        'd1: begin
          incremento_min <= 'd1;
          incremento_sec <= 'd0;
        end
        'd4:begin
          incremento_min <= 'd1;
          incremento_sec <= 'd0;
        end
        default:begin 
          incremento_min <= 'd0;
          incremento_sec <= 'd0;
        end
        endcase
      end
    end
    always@(posedge clock or posedge reset) begin
        if(reset)begin
          min_int <= 0;
          sec_int <= 0;
          potencia_int <= 2;
        end else begin
          if(EA == 'd0)begin  
            case(presets)
                'd0:begin  
                  if(potencia == 'd0)begin  
                  if (mais_int) begin
                    sec_int <= sec_int + incremento_sec;
                    min_int <= min_int + incremento_min;
                    if(sec_int > d59)begin  
                      sec_int <= sec_int % 60;
                      min_int <= min_int + 'd1;
                    end
                    else if (min_int >'d99)
                      min_int <= 'd99;
                  end
                  else if (menos_int) begin
                    sec_int <= sec_int - incremento_sec;
                    min_int <= min_int - incremento_min;
                  end
                  if(sec_int < d0)begin  
                      sec_int <= d59;
                      min_int <= min_int - 'd1;
                  end
                    else if (min_int <='d0)
                      min_int <= 'd0;
                  end
                end
                'd1: begin  
                  min_int <= 'd99;
                  sec_int <= 'd30;
                  potencia_int <= 'd1;
                end
                'd2: begin  
                  min_int <= 'd3;
                  sec_int <= 'd30;
                  potencia_int <= 'd2;
                end
                'd3: begin  
                  min_int <= 'd1;
                  sec_int <= 'd15;
                  potencia_int <= 'd3;
                end
            endcase
          end
          if(EA == 'd1)begin  
              if(done_int=='d1)begin 
                sec_int <= 0;
                min_int <= 0;
              end
          end
          if(EA == 'd2)begin  
          end
        end
    end
endmodule
--- flow/run.sh ---
#!/bin/bash
# OpenROAD 26Q1-2900-gdf79404cd8, Yosys 0.63+post, stock flow scripts
make -C /OpenROAD-flow-scripts/flow DESIGN_CONFIG=/design/flow/config.mk WORK_HOME=/design/flow/orfs finish
--- flow/config.mk ---
export PLATFORM = sky130hd
export DESIGN_NAME = ctrl_microondas
export DESIGN_NICKNAME = ctrl_microondas
export VERILOG_FILES = /design/flow/design.v
export SDC_FILE = /design/flow/constraint.sdc
export NUM_CORES = 4
export LEC_CHECK = 1
export CORE_UTILIZATION = 40
--- flow/constraint.sdc ---
current_design ctrl_microondas

set clk_period 4.5
set clk_io_pct 0.2

create_clock -name clk0 -period $clk_period [get_ports {clock}]

set non_clock_inputs [all_inputs -no_clocks]
set_input_delay [expr $clk_period * $clk_io_pct] -clock clk0 $non_clock_inputs
set_output_delay [expr $clk_period * $clk_io_pct] -clock clk0 [all_outputs]
==> design notes <==
The run gives 0 as the number of setup buffers added after CTS. The cell count in the Yosys report came out at 1844. Leaving out filler cells and counting taps, the final layout contains 2410. Input and output buffers added on the ports amount to 28. Looking at the clock tree report, the root buffer type is sky130_fd_sc_hd__clkbuf_16.

The leakage power figure came out at 8.21 nW. Adding up every negative setup slack in the final design gives 0 ns. The final report lists the setup-violating endpoint count as 0. For the worst setup path, the data required time is 4.97 ns.

The tools report the gate count of the mapped netlist as 1844. Overall power consumption after layout is estimated at 5.23 mW. The run gives 0.170 as the overall routing resource usage.

In the routed design, unresolved DRC markers number 0. The endpoint type of the worst setup path is a flop. The run gives 3.13 ns for the shortest clock period the worst path allows after layout. The flow ran to the end, and the final reports show no timing, DRC or antenna violations.

For the pin with the worst max-slew slack, the measured transition is 0.851 ns. Entering global routing, the biggest net connects 113 pins. The top cell types in the final layout, fill and taps aside, are 270 x sky130_fd_sc_hd__dfrtp_1, 230 x sky130_fd_sc_hd__nor2_1, 164 x sky130_fd_sc_hd__nand2_1.

The run gives 56 for the stage-log warning count. In the routed layout, each cell is associated on average with a via count of 5.37. Initial antenna violation count: 1. The clock passes through at most 3 buffers.

The share of synthesized cell area in and, or, nand and nor gates is 0.239. The share of synthesized cell area in full adder, half adder and majority cells was 0.0444; the y dimension of the die was 206 um. Routability-driven placement finished with a final weighted congestion of 0.902. The layout overhead on the synthesized area was 10.8%; the count of unclocked register or latch pins was 25. The finished cells cover 18500 um2. TritonCTS built the clock tree. Timing would allow up to 0.319 GHz.

For the number of H-tree levels, the log shows 1. The parity-gate share of the synthesized area counting xor and xnor cells came out at 0.0896. Detailed placement reports a standard cell area of 17400 um2.

During synthesis, Yosys emitted a total of 10 warnings. The worst ir drop on vdd came out at 0.246 mV. The async set-or-reset flop fraction in the synthesized netlist works out to 1.00. STA classifies the critical path startpoint as a flop. The power density normalized to cell area is 283 nW/um2. Per the OpenROAD floorplan log, the area of the die is 42500 um2.

Per the OpenROAD floorplan log, the width of the die is 206 um. The synthesis stat section lists a flop and latch total of 285. Per the post-route antenna check, the number of violating nets is 0. The run gives 31 as the TritonCTS buffer count. With the ratio of cells with drive above 1 in the final layout at 0.0709, the highest net fanout along the worst path is 6. At the later pin of the worst-skew pair, clock insertion delay measures 0.58 ns. The first routing iteration left 872 violations. More flip-flops sit in one register than any other, and that register is timer_int.display.count_50K. For this design the top-level I/O count stands at 34.

The registers reported with the highest flop counts are timer_int.display.count_50K x32, timer_int.clock_count x27. The overflow left after global routing was 0; the global-route wire length before repair was 58.9 mm. The logs give 12.9k for the count of vias placed by the detailed router and 0 for the total of hold buffers inserted after clock tree synthesis. The top flip-flop cell by instance count after synthesis was sky130_fd_sc_hd__dfrtp_1. Setup repair after global routing left no endpoint under its margin. The register with the most flip-flops in the layout has 32 of them.

The logs give 0 for the number of cells upsized or downsized after cts and 0 for the number of hold-slack violations in the final timing report. With the synthesized area at 16700 um2, the portion of the clock cycle consumed by the worst path in the final layout is 0.696. The arrival time at the worst endpoint is 3.60 ns. The multiplexer area fraction after synthesis came out at 0.0257.

The tools report the yosys synthesis chip area as 16700 um2. The dominant logic cell type in the layout was sky130_fd_sc_hd__dfrtp_1. The number of fill cells came out at 3750.

The run gives 74 for the number of placement rows. The worst slew slack as a fraction of its limit came out at 0.425. The and-or/or-and share of the synthesized area was 0.130; the sum of routed wire length over all layers was 33.5 mm. The count of distinct cell types in the synthesized netlist was 96; the number of global-route vias before repair was 12.2k. For the final database, setup skew stands at 0.0174 ns.

The core region is 41000 um2. For the final standard cell utilization of the core, the log shows 0.451. The tools report the cell count after placement as 2351. The critical path in this run is classified as flop to flop. The run gives 23.1 mm for the total half-perimeter wirelength after legalization and detailed placement. According to the hold report, the worst path is of the flop to flop type. The run gives 25 for the count of TritonRoute iterations in the first routing pass. Max-slew check failures listed in the final report amount to 0.

The number of synthesized flops with an enable pin came out at 0. The run gives 13.9 um for the wire length per cell after detailed routing. Post-CTS clock slew at the launch and capture registers of the worst setup and hold paths: 0.06 ns. Each instance of the synthesized netlist takes up on average 9.05 um2. The tools report the sequential-to-total area share from yosys stat as 0.429. 36 endpoints have no timing constraint.

Across the run, the number of max-cap violations was 0. Of the combinational cells, the family taking the most area is simple AND/OR/NAND/NOR gates. The core utilization at floorplan is 0.407.
## per-stage QoR
step	hold slack [ns]	setup slack [ns]
3_5_place_dp	0.393	1.19
4_1_cts	0.420	1.37
6_report	0.418	1.37
3_3_place_gp	0.396	1.20
5_1_grt	0.437	1.07
2_1_floorplan	0.367	-0.165
## final cells by class
type	count	area (um2)	share of cell area
clock buffer	42	897	0.0485
antenna	1	2.50	0.000135
timing repair buffer	41	403	0.0218
multi-input combinational	1397	8850	0.479
tap	532	666	0.0360
clock inverter	16	156	0.00846
inverter	96	364	0.0197
sequential	285	7150	0.387
## metal layers
metal  routed length [um]  vias to the layer above  track usage
met2                15000                      206        0.254
li1                     -                     6507            -
met3                 1250                       50       0.0248
met1                16600                     6171        0.272
met4                  670                        0       0.0313
met5                    0                        -            0
## path summary, 6_finish.rpt
path	startpoint	end	slack [ns]	cells after the start
max in group asynchronous	reset	potencia_rgb_int[1]	2.60	3
min	timer_int.done_int	timer_done.din_reg	0.42	0
min reg2reg	timer_int.done_int	timer_done.din_reg	0.42	0
max reg2reg	timer_int.stop_left.contador[0]	timer_int.stop_left.contador[12]	1.37	12
min in group asynchronous	reset	start_right.contador[14]	0.80	2
max	timer_int.stop_left.contador[0]	timer_int.stop_left.contador[12]	1.37	12
## synthesized netlist by cell type, types with 19 or more instances
cell,instances,area [um2]
sky130_fd_sc_hd__dfrtp_1,270,6760
sky130_fd_sc_hd__nor2_1,230,863
sky130_fd_sc_hd__nand2_1,164,616
sky130_fd_sc_hd__o21ai_0,98,490
sky130_fd_sc_hd__xor2_1,97,850
sky130_fd_sc_hd__inv_1,96,360
sky130_fd_sc_hd__nand3_1,88,440
sky130_fd_sc_hd__a21oi_1,86,430
sky130_fd_sc_hd__xnor2_1,70,613
sky130_fd_sc_hd__ha_1,56,701
sky130_fd_sc_hd__clkbuf_1,49,184
sky130_fd_sc_hd__nand4_1,49,307
sky130_fd_sc_hd__nor3_1,44,220
sky130_fd_sc_hd__and3_1,39,244
sky130_fd_sc_hd__or3_1,31,194
sky130_fd_sc_hd__mux2i_1,25,250
sky130_fd_sc_hd__and2_1,22,138
sky130_fd_sc_hd__a31oi_1,19,119
## worst max-delay path, cell delays in order (launching register included)
cell and delay, ns:
sky130_fd_sc_hd__dfrtp_1 0.40, sky130_fd_sc_hd__inv_1 0.10, sky130_fd_sc_hd__ha_1 0.15, sky130_fd_sc_hd__or3b_2 0.44
sky130_fd_sc_hd__a21oi_1 0.15, sky130_fd_sc_hd__nor3_1 0.07, sky130_fd_sc_hd__o21ai_0 0.31, sky130_fd_sc_hd__and3b_1 0.33
sky130_fd_sc_hd__nand3_1 0.17, sky130_fd_sc_hd__nor3_1 0.50, sky130_fd_sc_hd__nand3_1 0.17, sky130_fd_sc_hd__xor2_1 0.18
sky130_fd_sc_hd__nor2_1 0.06
## cells by family (layout without fill, tap and decap cells)
logic type | Yosys count | in the layout
mux | 38 | 38
flops | 285 | 285
compound gates | 337 | 337
buf+inv | 166 | 195
fa+ha+maj | 58 | 58
simple gates | 790 | 790
xor+xnor | 169 | 169
other cells | 1 | 6
## power breakdown
part / internal [mW] / leakage, nW / switching [mW] / total [mW]
logic: 0.100 / 3.94 / 0.147 / 0.247
clock network: 1.51 / 0.533 / 1.01 / 2.52
registers: 2.38 / 3.74 / 0.0782 / 2.46
total: 3.99 / 8.21 / 1.23 / 5.23
Power is estimated from default activity; no workload was simulated.
